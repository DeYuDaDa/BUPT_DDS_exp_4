==> design/flow/design.v <==
module dot_matrix (
    input wire clk,            
    input wire rst,            
    input wire stop,           
    input wire [3:0] dice1,    
    input wire [3:0] dice2,    
    output reg [7:0] row,      
    output reg [7:0] r_col,    
    output reg [7:0] g_col     
);
    reg [7:0] row_patterns;   
    reg [2:0] red_patterns[2:0];   
    reg [2:0] green_patterns[2:0];  
    reg [2:0] scan_index;          
    reg stop_flag;                 
    initial begin
        row <= 8'b1111_1111;
        r_col <= 8'b0000_0000;
        g_col <= 8'b0000_0000;
        stop_flag <= 0;
    end
    always @(*) begin
        case (dice1)
            4'b0001: begin red_patterns[0] = 3'b000; red_patterns[1] = 3'b010; red_patterns[2] = 3'b000; end
            4'b0010: begin red_patterns[0] = 3'b001; red_patterns[1] = 3'b000; red_patterns[2] = 3'b100; end
            4'b0011: begin red_patterns[0] = 3'b100; red_patterns[1] = 3'b010; red_patterns[2] = 3'b001; end
            default: begin red_patterns[0] = 3'b000; red_patterns[1] = 3'b000; red_patterns[2] = 3'b000; end
        endcase
        case (dice2)
            4'b0001: begin green_patterns[0] = 3'b000; green_patterns[1] = 3'b010; green_patterns[2] = 3'b000; end
            4'b0010: begin green_patterns[0] = 3'b001; green_patterns[1] = 3'b000; green_patterns[2] = 3'b100; end
            4'b0011: begin green_patterns[0] = 3'b100; green_patterns[1] = 3'b010; green_patterns[2] = 3'b001; end
            default: begin green_patterns[0] = 3'b000; green_patterns[1] = 3'b000; green_patterns[2] = 3'b000; end
        endcase
    end
    always @(posedge clk or negedge rst) begin
        if (!rst) begin
            row <= 8'b1111_1111;
            r_col <= 8'b0000_0000;
            g_col <= 8'b0000_0000;
            stop_flag <= 0;
        end else if (stop) begin
            stop_flag <= 1;  
        end else if (!stop_flag) begin
            case (scan_index)
                3'b000: begin row <= 8'b0111_1111; r_col[2:0] <= red_patterns[0]; g_col[2:0] <= green_patterns[0]; end
                3'b001: begin row <= 8'b1011_1111; r_col[2:0] <= red_patterns[1]; g_col[2:0] <= green_patterns[1]; end
                3'b010: begin row <= 8'b1101_1111; r_col[2:0] <= red_patterns[2]; g_col[2:0] <= green_patterns[2]; end
                default: begin row <= 8'b1111_1111; r_col <= 8'b0000_0000; g_col <= 8'b0000_0000; end
            endcase
            scan_index <= scan_index + 1;
        end
    end
endmodule
==> design/flow/run.sh <==
#!/bin/bash
# OpenROAD 26Q1-2900-gdf79404cd8, Yosys 0.63+post, stock flow scripts
make -C /OpenROAD-flow-scripts/flow DESIGN_CONFIG=/design/flow/config.mk WORK_HOME=/design/flow/orfs finish
==> design/flow/config.mk <==
export PLATFORM = sky130hd
export DESIGN_NAME = dot_matrix
export DESIGN_NICKNAME = dot_matrix
export VERILOG_FILES = /design/flow/design.v
export SDC_FILE = /design/flow/constraint.sdc
export NUM_CORES = 4
export LEC_CHECK = 1
export CORE_AREA = 10 10 76 76
export DIE_AREA = 0 0 86 86
==> design/flow/constraint.sdc <==
current_design dot_matrix

set clk_period 2.2
set clk_io_pct 0.2

create_clock -name clk0 -period $clk_period [get_ports {clk}]

set non_clock_inputs [all_inputs -no_clocks]
set_input_delay [expr $clk_period * $clk_io_pct] -clock clk0 $non_clock_inputs
set_output_delay [expr $clk_period * $clk_io_pct] -clock clk0 [all_outputs]
==> impl_metrics.toml <==
# implementation run metrics
[run_status]
outcome = "finished clean"

[yosys]
yosys_cells = 72
yosysSeqAreaShare_pct = 43.72
ys_types = 21
ys.flops = 13
avgSynthCellArea_um2 = 10.93
netlist_instances = 72
syn_area_um2 = 787.0
synth_chip_area_um2 = 787.0
ys_warn_count = 3

[job]
tool_warnings = 28
cap_violations = 0

[worst_setup_path]
cp_data_required_time_ps = 2320
crit_chain = "clkdlybuf4s50_1 > or3_1 > o41ai_1"
cp_top_family = "buffers and inverters"
worstPathBufferInverterCount = 1
critPathCaptureType = "flip-flop"
r2r-start = "scan_index[2]"
r2r_end = "r_col[2]"
critPathMaxStageDelay_ps = 560
crit_path_start_kind = "primary input"
critPathSlowestCell = "clkdlybuf4s50_1"
path_max_fanout = 10
r2r_cells = 2
arrival_ps = 1820
criticalPathCategory = "primary input to flip-flop"
worst-r2r-setup-slack_ps = 650

[final_timing]
hold_violations = 0
slew_headroom_pct = 66.83
finalSetupViolCount = 0
worstMarginPinSlew_ps = 493.8
min_period_ps = 1699
rsz0062_at_grt = "no"
slew_viol_final = 0
fmax_mhz = 588.6
skew_ps = 6.269
setup_tns_ps = 0
post-route-period-util_pct = 77.23

[routing]
vias = 591
dr.first_iter.drc_count = 41
ant_nets = 0
wl_um = 1898
first_pass_iters = 4
wl_per_cell_um = 13.37
drc = 0
insertedDiodeCount = 0
viasPerCell = 4.162

[hold_path]
hold_depth = 2
holdPathEnd = "row[5]"
min_from = "row[5]"
min_path_type = "flip-flop to flip-flop"

[cts]
cts_buffer_depth = 2
post_cts_buffers = 0
cts_tree = "done"
cts_sinks = 13
h-tree-depth = 1
clkSlewWorstSetupHoldPaths_ps = 60
worstSkewPairLatency_ps = 240
cts-resized-gates = 0
hold_buffers = 0
root_buffer = "clkbuf_8"
cts_made_buffers = 3

[floorplanning]
fp-row-count = 23
die-area_um2 = 7396
fp_util_pct = 19.12
fp.dieH_um = 86
io_pins = 35
dieWidth_um = 86
core_um2 = 4115

[grt]
grt_max_degree = 11
grt_antenna_before_repair = 0
grt_pass1_wl_um = 3139
grt.total_usage_pct = 5.118
first_global_vias = 622
overflow = 0

[pwr]
switchingPower_w = 0.0001026
powerDensity_nw_per_um2 = 517.1
clkPwrFrac_pct = 39.5
peakVddDrop_mv = 0.2125
power_leakage_nw = 0.4103
switching_share_pct = 19.58
seq_power_share_pct = 50.4
internal_power_w = 0.0004214
p_comb_share_pct = 10.1

[placement]
dp_hpwl_um = 1543
place_area_um2 = 968.4
io_buffers = 19
place.gp.congestion = 0.8270

[finish]
lay_top_cells = "clkdlybuf4s50_1, conb_1, o21ai_0"
lay_top_count = "clkdlybuf4s50_1"
fillers = 430
area_growth_pct = 28.78
drive_gt1_share_pct = 9.783
fin_area_um2 = 1013
## cells in the mapped netlist
library cell,count,area [µm²]
buf_4,15,112.6
o21ai_0,10,50.05
dfrtp_1,7,175.2
o41ai_1,6,52.55
ha_1,4,50.05
mux2i_1,4,40.04
dfstp_2,3,78.83
edfxtp_1,3,90.09
inv_1,3,11.26
conb_1,2,7.510
nand3b_1,2,15.01
nor2_1,2,7.510
nor4b_1,2,17.52
or4b_4,2,27.53
and2_1,1,6.260
buf_6,1,11.26
clkbuf_1,1,3.750
nor3_1,1,5.000
o32a_1,1,10.01
or3_1,1,6.260
xor2_1,1,8.760
## tightest hold or removal path: cells and delay by family, from the launching register on
| kind | cells | cell delay [ps] |
|---|---|---|
| AOI/OAI and AO/OA | 2 | 120 |
| DFF | 1 | 370 |
## layer usage
metal  routed length [µm]  vias to the layer above  global-route usage, %
met1                  883                      295                  6.620
met4                   12                        0                 0.2994
li1                     -                      272                      -
met2                  840                       22                  7.978
met3                  162                        2                  2.383
met5                    0                        -                      0
## stage by stage
stage	cells	worst slack [ps]	hold slack (ps)	util (%)	total power, W
finish	142	501.0	505.0	24.63	0.0005241
global route	142	420.7	543.7	24.63	0.0005523
detailed placement	138	302.6	498.1	23.53	0.0003225
floorplan	85	791.6	144.4	-	0.0002921
global placement	138	322.6	503.1	23.53	0.0003224
CTS	142	495.1	509.0	24.63	0.0005301
## area by class of cell
type / instances / area, µm² / share of cell area [%]
Sequential cell: 13 / 344.1 / 33.95
Inverter: 3 / 11.26 / 1.111
Timing Repair Buffer: 20 / 197.7 / 19.51
Multi-Input combinational cell: 52 / 352.8 / 34.81
Clock buffer: 4 / 45.04 / 4.444
Tap cell: 50 / 62.56 / 6.173
## power by group through the flow
stage	clock (W)	sequential (W)	combinational [W]
final	0.000207	0.000264	0.0000528
after global routing	0.000227	0.000265	0.0000603
after CTS	0.000211	0.000264	0.0000547
## cells by family (layout without fill, tap and decap cells)
logic type | after synthesis | after routing | synth area share [%]
other cells | 2 | 15 | 0.9543
fa+ha+maj | 4 | 4 | 6.360
simple gates | 11 | 11 | 10.81
compound gates | 17 | 17 | 14.31
flops | 13 | 13 | 43.72
buf+inv | 20 | 27 | 17.65
mux | 4 | 4 | 5.088
xor+xnor | 1 | 1 | 1.113
## worst max path at each step
stage,to,from,slack [ps],cells after the start
final,g_col[0],stop,500,3
after global routing,g_col[2],stop,420,3
after CTS,row[6],row[6],500,1
## registers in the layout, summed over array words and instances (netlist names)
register    count
g_col           3
r_col           3
row             3
scan_index      3
stop_flag       1
Power figures rest on the tool's default switching activity, not on a simulated workload.
