[config.mk]
export PLATFORM = sky130hd
export DESIGN_NAME = buzzer_music
export DESIGN_NICKNAME = buzzer_music
export VERILOG_FILES = /design/flow/design.v
export SDC_FILE = /design/flow/constraint.sdc
export NUM_CORES = 4
export LEC_CHECK = 1
export CORE_AREA = 10 10 112 112
export DIE_AREA = 0 0 122 122
[constraint.sdc]
current_design buzzer_music

set clk_period 4.2
set clk_io_pct 0.2

create_clock -name clk0 -period $clk_period [get_ports {clk}]

set non_clock_inputs [all_inputs -no_clocks]
set_input_delay [expr $clk_period * $clk_io_pct] -clock clk0 $non_clock_inputs
set_output_delay [expr $clk_period * $clk_io_pct] -clock clk0 [all_outputs]
[run.sh]
#!/bin/bash
# OpenROAD 26Q1-2900-gdf79404cd8, Yosys 0.63+post, stock flow scripts
make -C /OpenROAD-flow-scripts/flow DESIGN_CONFIG=/design/flow/config.mk WORK_HOME=/design/flow/orfs finish
[design.v]
module buzzer_music(
    input wire clk,        
    input wire rst,        
    input wire [3:0] note,  
    output reg buzzer      
);
    reg [15:0] divisor;   
    reg [15:0] counter;   
    always @(*) begin
        case(note)
            4'b0001: divisor = 2272;   
            4'b0010: divisor = 2024;   
            4'b0011: divisor = 1911;   
            4'b0100: divisor = 1703;   
            4'b0101: divisor = 1517;   
            4'b0110: divisor = 1432;   
            4'b0111: divisor = 1276;   
            4'b1000: divisor = 3822;   
            default: divisor = 2272;   
        endcase
    end
	 reg [31:0] cnt;
	 always@(posedge clk)begin
		case(cnt)
			32'h0000_0000:begin
			cnt <= cnt+1;
			end
		endcase
		end
    always @(posedge clk or posedge rst) begin
        if (rst) begin
            counter <= 0;
            buzzer <= 0;
        end else begin
            if (counter == divisor - 1) begin
                counter <= 0;
                buzzer <= ~buzzer;  
            end else begin
                counter <= counter + 1;
            end
        end
    end
endmodule
==> metrics.txt <==
# HELP chip_impl_metric Implementation results
# TYPE chip_impl_metric gauge
chip_impl_metric{name="arrival",unit="ps"} 3640
chip_impl_metric{name="grt_first_pass_wirelength",unit="µm"} 4780
chip_impl_metric{name="cts.hold.buffers_added",unit=""} 0
chip_impl_metric{name="relSlewSlack",unit="%"} 56.4
chip_impl_metric{name="htreeDepth",unit=""} 1
chip_impl_metric{name="post_route_cells_drive_above_1_share",unit="%"} 13.5
chip_impl_metric{name="first_global_vias",unit=""} 988
chip_impl_metric{name="overflow",unit=""} 0
chip_impl_metric{name="antennaDiodeCount",unit=""} 0
chip_impl_metric{name="reg2regPathDepth",unit=""} 6
chip_impl_metric{name="grtUsageTotal",unit="%"} 3.80
chip_impl_metric{name="synth_area_per_cell",unit="µm²"} 9.05
chip_impl_info{name="cp_startpoint_kind",value="primary input"} 1
chip_impl_metric{name="critical_path_buf_inv_count",unit=""} 4
chip_impl_metric{name="grt_max_degree",unit=""} 18
chip_impl_metric{name="final-setup-viol-count",unit=""} 0
chip_impl_metric{name="die.size.y",unit="µm"} 122
chip_impl_metric{name="critPathMaxStageDelay",unit="ps"} 630
chip_impl_info{name="critPathSlowestCell",value="sky130_fd_sc_hd__clkdlybuf4s50_1"} 1
chip_impl_metric{name="timing.final.crit_period",unit="ps"} 3470
chip_impl_info{name="status",value="finished clean"} 1
chip_impl_metric{name="detailed_placer_s_ending_hpwl",unit="µm"} 1960
chip_impl_metric{name="design.die.area",unit="µm²"} 14900
chip_impl_metric{name="drc_errors",unit=""} 0
chip_impl_info{name="cp_cell_sequence",value="clkdlybuf4s50_1 -> inv_1 -> ha_1 -> nand3b_1 -> o21a_1 -> ha_1 -> inv_1 -> a211oi_1 -> o22ai_1 -> a2111oi_4 -> buf_4 -> xor2_1"} 1
chip_impl_metric{name="mappedNetlistArea",unit="µm²"} 1380
chip_impl_metric{name="placementRows",unit=""} 37
chip_impl_metric{name="cp_data_required_time",unit="ps"} 4370
chip_impl_metric{name="totalNegativeSetupSlack",unit="ps"} 0
chip_impl_metric{name="worst_setup_hold_path_clk_slew",unit="ps"} 60
chip_impl_metric{name="holdWs",unit="ps"} 463
chip_impl_metric{name="violation_tally_from_detailed_route_iteration_zero",unit=""} 60
chip_impl_metric{name="clock_skew",unit="ps"} 1.80
chip_impl_metric{name="post_synth_inst_count",unit=""} 152
chip_impl_metric{name="max_cap_viol_count",unit=""} 0
chip_impl_metric{name="viasPerCell",unit=""} 3.48
chip_impl_metric{name="timing.final.hold_violations",unit=""} 0
chip_impl_metric{name="synth_stat.cells",unit=""} 152
chip_impl_metric{name="ctsLongestPathBuffers",unit=""} 2
chip_impl_metric{name="synth_flop_count",unit=""} 17
chip_impl_metric{name="post_synth_num_cell_types",unit=""} 42
chip_impl_metric{name="insertion_delay_at_the_late_pin_of_the_worst_skew_pair",unit="ps"} 240
chip_impl_metric{name="routed_wire_length_per_instance",unit="µm"} 8.99
chip_impl_metric{name="drtPass1Iterations",unit=""} 4
chip_impl_metric{name="worst_hold_path.num_cells",unit=""} 1
chip_impl_metric{name="pin_count",unit=""} 7
chip_impl_metric{name="ys_warn_count",unit=""} 1
chip_impl_metric{name="clock-sinks",unit=""} 17
chip_impl_metric{name="number_of_antenna_violations_at_the_first_check_in_global_routing",unit=""} 0
chip_impl_metric{name="layout_overhead_on_the_synthesized_area",unit="%"} 17.7
chip_impl_metric{name="vias",unit=""} 1016
chip_impl_metric{name="cts_inserted_buffers",unit=""} 3
chip_impl_metric{name="port-buffer-count",unit=""} 6
chip_impl_metric{name="power.static_leakage",unit="nW"} 0.578
chip_impl_metric{name="critical_path_peak_fanout",unit=""} 13
chip_impl_metric{name="initial_core_util",unit="%"} 13.4
chip_impl_info{name="cts_root_buffer",value="sky130_fd_sc_hd__clkbuf_8"} 1
chip_impl_metric{name="place.gp.congestion",unit=""} 0.819
chip_impl_metric{name="core",unit="µm²"} 10200
chip_impl_metric{name="enable_flop_cells",unit=""} 0
chip_impl_metric{name="maxClockFrequency",unit="MHz"} 288
chip_impl_info{name="hp-class",value="flip-flop to flip-flop"} 1
chip_impl_info{name="path_class",value="primary input to flip-flop"} 1
chip_impl_metric{name="log.warning_count",unit=""} 28
chip_impl_metric{name="worst-slew-pin-transition",unit="ps"} 654
chip_impl_metric{name="drtAntennaViolNets",unit=""} 0
chip_impl_metric{name="ir_worst_vdd",unit="µV"} 70.6
chip_impl_metric{name="post-route-period-util",unit="%"} 82.7
chip_impl_info{name="flop_cell",value="sky130_fd_sc_hd__dfrtp_1"} 1
chip_impl_metric{name="synth.yosys.seq_area_share",unit="%"} 30.9
chip_impl_info{name="timing.critical_path.to_type",value="flip-flop"} 1
chip_impl_info{name="critical-path-top-delay-family",value="buffers and inverters"} 1
chip_impl_metric{name="number_of_pins_exceeding_their_max_slew_limit_in_the_final_report",unit=""} 0
chip_impl_metric{name="post_cts.repair.setup_buffers",unit=""} 0
chip_impl_metric{name="powerDensity",unit="nW/µm²"} 237
chip_impl_metric{name="path_depth",unit=""} 12
chip_impl_metric{name="drt_wl_total",unit="µm"} 2630
chip_impl_metric{name="dieWidth",unit="µm"} 122
chip_impl_metric{name="post_cts_resize_count",unit=""} 0
chip_impl_info{name="rsz_0062_raised_after_global_routing",value="no"} 1
chip_impl_metric{name="synth-area-yosys",unit="µm²"} 1380
chip_impl_metric{name="synth-async-reset-ratio",unit="%"} 100
chip_impl_info{name="cts_tree",value="built"} 1
==> sequential cells by signal, indices dropped and copies added, names as in the netlist <==
signal   flops
buzzer       1
counter     16
==> logic make-up (layout without fill, tap and decap cells) <==
family	Yosys count	in the layout	synth area share, %
buffers and inverters	15	19	5.82
and+or+nand+nor	59	59	24.6
adders and majority gates	6	6	5.46
AOI/OAI and AO/OA	24	24	12.8
muxes	7	7	5.10
DFF	17	17	30.9
xor gates and xnor gates	24	24	15.3
==> cells in the mapped netlist, types with 2 or more instances <==
master,number,area (µm²)
sky130_fd_sc_hd__xor2_1,9,78.8
sky130_fd_sc_hd__a21oi_1,2,10.0
sky130_fd_sc_hd__nand2_1,7,26.3
sky130_fd_sc_hd__a211oi_1,2,15.0
sky130_fd_sc_hd__nor2_1,10,37.5
sky130_fd_sc_hd__buf_2,4,20.0
sky130_fd_sc_hd__nand3_1,6,30.0
sky130_fd_sc_hd__nand4_1,4,25.0
sky130_fd_sc_hd__o21ai_0,4,20.0
sky130_fd_sc_hd__nor2_2,10,62.6
sky130_fd_sc_hd__ha_1,6,75.1
sky130_fd_sc_hd__o21ai_1,4,20.0
sky130_fd_sc_hd__buf_6,2,22.5
sky130_fd_sc_hd__dfrtp_1,17,425
sky130_fd_sc_hd__nand2b_1,4,25.0
sky130_fd_sc_hd__nor3_1,3,15.0
sky130_fd_sc_hd__nor2b_1,2,12.5
sky130_fd_sc_hd__nand3b_1,3,22.5
sky130_fd_sc_hd__xnor2_1,15,131
sky130_fd_sc_hd__mux2i_1,7,70.1
sky130_fd_sc_hd__inv_1,5,18.8
sky130_fd_sc_hd__clkbuf_1,3,11.3
sky130_fd_sc_hd__o22ai_1,3,18.8
sky130_fd_sc_hd__or3_1,2,12.5
==> power breakdown <==
| group | internal [W] | switching [W] |
|---|---|---|
| sequential | 0.000170 | 0.0000103 |
| clock | 0.0000671 | 0.0000490 |
| combinational | 0.0000405 | 0.0000469 |
| total | 0.000278 | 0.000106 |
==> worst reg2reg max path, cell delays in order (launching register included) <==
cell,delay (ps)
sky130_fd_sc_hd__dfrtp_1,420
sky130_fd_sc_hd__or3_1,390
sky130_fd_sc_hd__a211oi_1,260
sky130_fd_sc_hd__o22ai_1,150
sky130_fd_sc_hd__a2111oi_4,320
sky130_fd_sc_hd__buf_4,280
sky130_fd_sc_hd__xor2_1,180
==> cell usage in the layout, fill, tap and decap left out, drive strengths merged <==
cell type / count
nor2: 20
dfrtp: 17
xnor2: 15
xor2: 9
nand2: 8
o21ai: 8
mux2i: 7
nand3: 6
ha: 6
clkdlybuf4s50: 6
inv: 5
nand2b: 4
nand4: 4
buf: 4
clkbuf: 4
nor3: 3
nand3b: 3
o22ai: 3
or3: 3
a21oi: 3
nor2b: 2
a211oi: 2
a21o: 1
and4: 1
o211ai: 1
o31ai: 1
nor3b: 1
nand4b: 1
and3b: 1
a21boi: 1
o211a: 1
or4: 1
nor4bb: 1
a41oi: 1
a2111oi: 1
o21a: 1
==> stage by stage <==
stage                     utilization (%)  cell area (µm²)  instances  setup WS, ps  power (W)
after floorplan                         -             1380        152          1270   0.000251
after global placement               15.4             1570        288           579   0.000271
after detailed placement             15.4             1570        288           526   0.000270
after CTS                            15.8             1620        292           738   0.000390
after global routing                 15.8             1620        292           498   0.000410
final                                15.8             1620        292           726   0.000384
==> area by class of cell <==
class                      instances  area, µm²
tap                              136        170
clock buffer                       4       45.0
inverter                           5       18.8
multi-input combinational        120        870
sequential                        17        425
timing repair buffer              10       90.1
fill                            1123       8610
==> routing by layer <==
layer	vias up	GRT usage [%]	share of wire (%)
met5	-	0	0
met4	0	0.447	0.46
met3	2	1.60	6.6
met2	7	4.81	37
met1	475	5.91	55
li1	532	-	-
==> path summary, 6_finish.rpt <==
kind	to	slack [ps]	start
max	buzzer	730	note[0]
min reg2reg	counter[15]	460	counter[15]
max reg2reg	buzzer	2120	counter[4]
max in group asynchronous	counter[13]	2790	rst
min	counter[15]	460	counter[15]
min in group asynchronous	buzzer	980	rst
Power and IR drop assume default switching activity.
