==> design.v <==
module standby(clk, times, is_final, rst, score1, score2, rgb_led,is_finish);  
    input clk;
    input times;
    input is_final,is_finish;
    input rst;
    input [3:0] score1, score2;
    output reg [15:0] rgb_led;
    reg [19:0] cnt;
    reg [3:0] score1_reg, score2_reg;
	 initial begin
		cnt<=20'd0;
	 end
    always @(posedge clk or negedge rst) begin
        if (!rst) begin
            score1_reg <= 4'b0;
            score2_reg <= 4'b0;
        end else begin
            score1_reg <= score1;
            score2_reg <= score2;
        end
    end
    always @(posedge clk or negedge rst) begin
        if (!rst) begin
            cnt <= 20'd0;
				end else if (!is_final && times) begin   
            if (cnt >= 20'd100001) begin
                cnt <= 20'd0;
            end else begin
                cnt <= cnt + 1;
            end
        end
    end
    always @(posedge clk or negedge rst) begin
        if (!rst) begin
            rgb_led <= 16'b0000_0000_0000_0000;
        end 
		  else if (!is_final) begin
            if (times) begin
                if (rgb_led == 16'd0) begin
                    rgb_led <= 16'b0000_0000_0000_0001;
                end else if (cnt >= 20'd100000) begin
                    rgb_led <= {rgb_led[0],rgb_led[15:1]};
                end
					 end
				else begin
					rgb_led<=16'b0000_0000_0000_0000;
				end
        end
		  else begin
		  if(times)begin
            if (score1_reg > score2_reg) begin
                rgb_led <= 16'b1111_1111_0000_0000;
            end 
				else begin
                rgb_led <= 16'b0000_0000_1111_1111;
            end
			end
			else begin
				rgb_led<=16'b0000_0000_0000_0000;
			end
        end
    end
endmodule
==> run.sh <==
#!/bin/bash
# OpenROAD 26Q1-2900-gdf79404cd8, Yosys 0.63+post, stock flow scripts
make -C /OpenROAD-flow-scripts/flow DESIGN_CONFIG=/design/flow/config.mk WORK_HOME=/design/flow/orfs finish
==> config.mk <==
export PLATFORM = sky130hd
export DESIGN_NAME = standby
export DESIGN_NICKNAME = standby
export VERILOG_FILES = /design/flow/design.v
export SDC_FILE = /design/flow/constraint.sdc
export NUM_CORES = 4
export LEC_CHECK = 1
export CORE_UTILIZATION = 40
==> constraint.sdc <==
current_design standby

set clk_period 2.6
set clk_io_pct 0.2

create_clock -name clk0 -period $clk_period [get_ports {clk}]

set non_clock_inputs [all_inputs -no_clocks]
set_input_delay [expr $clk_period * $clk_io_pct] -clock clk0 $non_clock_inputs
set_output_delay [expr $clk_period * $clk_io_pct] -clock clk0 [all_outputs]
==> results.cfg <==
; synthesis and place-and-route metrics
[critical_path]
ff2ff_setup_slack_ns = 0.35
startpoint_type = flip-flop
cp_max_fo = 12
worstSetupEndpointType = flip-flop
critPathArrivalTime_ns = 2.44
critical_path_class = reg2reg
crit_required_ns = 2.79

[layout]
final_cells = 328
regArea_um2 = 1100
largest_reg_flops = 20
regMostFlops = cnt
layout-drive-gt1-share = 0.0775
comb_area_um2 = 1010
area_growth_syn_to_layout_pct = 22.2
fillerInstances = 453
top_regs = cnt: 20 flops, rgb_led: 16 flops

[sta]
slew_viol_final = 0
fmax_ghz = 0.444
period_used_share = 0.866
clock_skew_ns = 0.00666
tightest_slew_ns = 0.622
rsz0062_at_grt = false
worst_hold_slack_ns = 0.186
finalSetupViolCount = 0
setup_tns_ns = 0
setup_ws_ns = 0.348
relSlewSlack = 0.582
final-hold-violation-count = 0
fin_crit_ns = 2.25

[synth]
synth_seq_share = 0.505
synth-edff-count = 0
top_area_frac = 0.505
netlist_area_um2 = 2180
synth.distinct_cells = 41
synth.largest_area_cell = dfrtp_1
avgSynthCellArea_um2 = 9.74
top_cells_by_area = dfrtp_1 (50%), a31oi_1 (4.9%), nor2_1 (4.5%)
postSynth.asyncResetShare = 1.00
syn_inst = 224
ys.flops = 44
yosys_warnings = 1
ys.flop_type = dfrtp_1
ys_cells = 224
ys_chip_area_um2 = 2180

[clocking]
cts_buffers = 5
cts_tree = yes
htree_num_levels = 2
clk_latency_ns = 0.29
cts_root_buf = clkbuf_8
cts_sinks = 44
cts.clk_slew.worst_paths_ns = 0.08
cts.path.max_buffers = 2
post-cts-setup-buffers = 0

[pwr]
peakVddDrop_uv = 264
powerDensity_nw_per_um2 = 611
leakage_nw = 1.16
p_total_mw = 1.63

[global_routing]
grt_max_degree = 33
grt_usage = 0.177
overflow = 0
antenna_found_initial = 0
grt_pass1_wl_um = 7510
grt_pass1_vias = 1549

[job]
max_cap_violations = 0
warning_count = 28

[die]
fp.dieW_um = 75.8
core_area_um2 = 5170
rows = 26
ios = 29
die_h_um = 75.8
die_area_um2 = 5750
initCoreUtil = 0.422

[hold_path]
min-delay-path-class = in2async

[detailed_routing]
antennaDiodeCount = 0
via_per_inst = 5.45
vias = 1786
dr.pass1.iters = 4
wl_per_cell_um = 14.1
detail_route.iter0.violations = 140
antenna_left = 0
routed_wl_um = 4620
drc = 0

[placement]
dp.final_hpwl_um = 3230
place_congestion = 0.866
dp_slack_ns = 0.249
dp_cells = 320
port_buffers = 27

[status]
status = finished, final reports clean
==> cell type report <==
cell class / instances / share of cell area
inverters: 7 / 0.00986
flip-flops and latches: 44 / 0.413
clock inverters: 2 / 0.0146
clock buffers: 6 / 0.0310
multi-input cells: 165 / 0.379
well taps: 70 / 0.0329
repair buffers: 34 / 0.119
==> per-layer routing <==
metal,GRT usage,part of all wire
met5,0,0
met4,0.0226,0.011
met3,0.0308,0.048
met2,0.243,0.42
met1,0.309,0.52
==> worst max-delay path, cell delays in order (launching register included) <==
cell and delay (ns):
dfrtp_1 0.47, or4b_1 0.56, o41ai_2 0.34, a21o_1 0.38, o21ai_0 0.15, a22o_1 0.25
==> synth_stat cells, types with 2 or more instances <==
library cell  number
clkbuf_1           5
and2_1             2
nor2b_1            3
o2bb2ai_1          2
o21ai_1            6
a22o_1             9
a21o_1             3
nand3b_1           2
dfrtp_1           44
and3_1             7
ha_1               7
nand4_1            6
a31oi_1           17
nand2b_1           3
o21ai_0            5
nor2_1            26
inv_1              7
xor2_1             4
nor3_1             5
nand3_1            6
a21oi_1            4
nor4_1             8
mux2i_1            2
nand2_1           24
==> worst paths after layout <==
| check | from | end | depth (start not counted) |
|---|---|---|---|
| max | cnt[8]$_DFFE_PN0P_ | cnt[7]$_DFFE_PN0P_ | 5 |
| min | rst | cnt[4]$_DFFE_PN0P_ | 1 |
| max reg2reg | cnt[8]$_DFFE_PN0P_ | cnt[7]$_DFFE_PN0P_ | 5 |
| min reg2reg | cnt[19]$_DFFE_PN0P_ | cnt[19]$_DFFE_PN0P_ | 1 |
| max in group asynchronous | rst | cnt[12]$_DFFE_PN0P_ | 2 |
| min in group clk0 | cnt[19]$_DFFE_PN0P_ | cnt[19]$_DFFE_PN0P_ | 1 |
==> report_power, final <==
group | internal, mW | switching [mW] | leakage (nW) | total [mW]
Combinational | 0.141 | 0.104 | 0.535 | 0.245
Clock | 0.314 | 0.233 | 0.0614 | 0.547
Sequential | 0.752 | 0.0839 | 0.566 | 0.836
Total | 1.21 | 0.421 | 1.16 | 1.63
==> cell usage in the layout, fill, tap and decap left out, types with 2 or more instances in the layout <==
cell type / synthesis / final
and2_1: 2 / 2
and3_1: 7 / 7
nand3b_1: 2 / 2
buf_4: 1 / 7
nor4_1: 8 / 8
ha_1: 7 / 7
nand2_1: 24 / 24
mux2i_1: 2 / 2
xor2_1: 4 / 4
a22o_1: 9 / 9
inv_1: 7 / 7
clkdlybuf4s50_1: 0 / 26
o21ai_0: 5 / 5
dfrtp_1: 44 / 44
a21oi_1: 4 / 4
a31oi_1: 17 / 17
a21o_1: 3 / 3
o2bb2ai_1: 2 / 2
clkbuf_8: 0 / 6
nor2b_1: 3 / 3
nor3_1: 5 / 5
o21ai_1: 6 / 6
nand4_1: 6 / 6
nor2_1: 26 / 26
nand2b_1: 3 / 3
nand3_1: 6 / 6
==> stage by stage <==
step | utilization | area [um^2]
global route | 0.515 | 2670
detailed placement | 0.491 | 2540
global placement | 0.491 | 2540
floorplan | - | 2180
CTS | 0.514 | 2660
finish | 0.515 | 2670
==> timing repair <==
| action | in CTS | in global routing |
|---|---|---|
| hold buffers | 0 | 0 |
| resized | 0 | 1 |
| endpoints found under the setup margin | 0 | 1 |
==> kinds of logic after synthesis <==
| family | Yosys count | synth area share |
|---|---|---|
| multiplexers | 2 | 0.00918 |
| XOR/XNOR | 4 | 0.0161 |
| AND/OR/NAND/NOR | 97 | 0.221 |
| flip-flops | 44 | 0.505 |
| buffers and inverters | 15 | 0.0339 |
| adder cells (fa/ha/maj) | 7 | 0.0402 |
| AND-OR/OR-AND | 55 | 0.175 |
Power and IR drop assume default switching activity.
